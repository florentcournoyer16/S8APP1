### ./config.mk
export PLATFORM = sky130hd
export DESIGN_NAME = pulse_generator
export DESIGN_NICKNAME = pulse_generator
export VERILOG_FILES = /design/flow/design.v
export SDC_FILE = /design/flow/constraint.sdc
export NUM_CORES = 4
export LEC_CHECK = 1
export CORE_AREA = 10 10 70 70
export DIE_AREA = 0 0 80 80
### ./constraint.sdc
current_design pulse_generator

set clk_period 1.9
set clk_io_pct 0.2

create_clock -name clk0 -period $clk_period [get_ports {clk}]
create_clock -name clk1 -period $clk_period [get_ports {trigger}]

set non_clock_inputs [all_inputs -no_clocks]
set_input_delay [expr $clk_period * $clk_io_pct] -clock clk0 $non_clock_inputs
set_output_delay [expr $clk_period * $clk_io_pct] -clock clk0 [all_outputs]
### ./design.v
`timescale 1ns/1ps
package EventsRatePackage;
endpackage
interface EventsRateInterface
    #(parameter 
        COUNTER_LENGTH = 24,
        CHANNEL_NUMBER = 2);
    reg   [COUNTER_LENGTH-1:0]  event_count[CHANNEL_NUMBER];
    reg   [CHANNEL_NUMBER-1:0]  enable;
    logic                       read;
    logic                       clear;
    logic                       events_rate_ready;
    modport internal(
        input   enable, read, clear,
        output  events_rate_ready, event_count
    );
    modport external(
        input   events_rate_ready, event_count,
        output  enable, read, clear
    );
endinterface  
`timescale 1ns/1ps
package FIFOPackage;
endpackage
interface FIFOInterface
    #(parameter 
        LENGTH = 68,
        DEPTH_LENGTH  = 4);
    reg   [LENGTH-1:0]    i_data;
    reg   [LENGTH-1:0]    o_data;
    logic                   write;
    logic                   read;
    logic                   clear;
    logic                   full;
    logic                   empty;
    logic                   full_error;
    logic                   empty_error;
    modport internal(
        input   i_data,
        input   write,
        input   read,
        input   clear,
        output  o_data,
        output  full,
        output  empty,
        output  full_error,
        output  empty_error
    );
    modport reader(
        input   o_data,
        input   empty,
        input   empty_error,
        output  read,
        output  clear
    );
    modport writer(
        input   full,
        input   full_error,
        output  i_data,
        output  write,
        output  clear
    );
endinterface  
interface SyncClkInterface #(parameter 
                            COUNTER_SIZE = 19);
logic                           resetCyclic;
logic                           clearError;
logic [COUNTER_SIZE - 1 : 0]    syncCounter;
logic                           errorFlag;
modport internal (
    input  resetCyclic, clearError,
    output syncCounter, errorFlag
);
modport external (
    output resetCyclic, clearError,
    input  syncCounter, errorFlag
);
modport registersSignal (
    input  errorFlag
);
endinterface  
package TDCTypes;
typedef enum bit[3:0]  {
    CHAN_0,
    CHAN_1,
    CHAN_2,
    CHAN_3,
    CHAN_4,
    CHAN_5,
    CHAN_6,
    CHAN_7,
    CHAN_8,
    CHAN_9, 
    CHAN_10,
    CHAN_11,
    CHAN_12,
    CHAN_13,
    CHAN_14,
    CHAN_15 
  } TDC_CHANNEL;
endpackage  
interface TDCInterface;
    logic [31:0]    timestamp, timeOverThreshold;
    TDCTypes::TDC_CHANNEL     chan;
    logic           hasEvent, clear;
    modport internal (
        output timestamp, timeOverThreshold, chan, hasEvent,
        input clear
    );
    modport external (
        input timestamp, timeOverThreshold, chan, hasEvent,
        output clear
    );
endinterface  
package Threshold;
endpackage
interface ThresholdSetterInterface;
    logic [31:0]    threshold;
    logic           write, reset;
    modport writer (
        output threshold, write, reset
    );
    modport reader (
        input threshold, write, reset
    );
endinterface  
package TDCEnablePackage;
endpackage
interface TDC_enable_Interface #(parameter
                            CHANNEL_COUNT = 2);
    logic [31:0]                        activate_channels;
    logic [CHANNEL_COUNT - 1:0]    enable_channels;
    logic                               channel_changed, read_ack, read_active_channel;
    modport internal (
        output enable_channels, read_active_channel,
        input  activate_channels, channel_changed, read_ack
    );
    modport external (
        input  enable_channels, read_active_channel,
        output activate_channels, channel_changed, read_ack
    );
    modport registersSignal (
    input read_active_channel,
    output activate_channels, read_ack
    );
endinterface  
interface UartInterface
    #(parameter 
        DATA_LENGTH = 48);
    logic   [DATA_LENGTH-1:0] data;
    logic                     sig;
    logic                     valid;
    logic                     ready;
    logic                     parity_error;
    modport tx(input  data,
               input  valid,
               output sig,
               output ready);
    modport rx(output data,
               output valid,
               output parity_error,
               input  sig,
               input  ready);
    modport tx_writer(output data,
                      output valid,
                      input  ready);
    modport rx_reader(input  data,
                      input  valid,
                      input  parity_error,
                      output sig,
                      output ready);
endinterface  
package USARTPackage;
endpackage
interface UsartInterface
    #(parameter 
        DATA_LENGTH = 48);
    logic   [DATA_LENGTH-1:0] data;
    logic                     sig;
    logic                     valid;
    logic                     ready;
    logic                     parity_error;
    modport tx(input  data,
               input  valid,
               output sig,
               output ready);
    modport rx(output data,
               output valid,
               output parity_error,
               input  sig,
               input  ready);
    modport tx_writer(output data,
                      output valid,
                      input  ready);
    modport rx_reader(input  data,
                      input  valid,
                      input  parity_error,
                      output sig,
                      output ready);
endinterface  
package CommandManagerPackage;
endpackage
interface CommandManagerInterface
    #(parameter 
        MSG_LENGTH = 48,
        DATA_LENGTH = 32,
        COMMAND_WIDTH = 5
        );
    logic                           data_sent;
    logic                           packet_received;
    logic [COMMAND_WIDTH - 1 : 0]   command;
    logic                           write_register_ack;
    reg [DATA_LENGTH - 1 : 0]       reg_data;
    reg [DATA_LENGTH - 1 : 0]       rx_data;
    logic                           send_data;
    logic [MSG_LENGTH - 1:0]        tx_data;
    logic                           write_register;
    logic                           read_register;
    logic                           read_register_ack;
    modport internal(
        input  data_sent, packet_received, command, write_register_ack, reg_data, rx_data, read_register_ack,
        output send_data, tx_data, write_register, read_register
    );
    modport external(
        output  data_sent, packet_received, command, write_register_ack, reg_data, rx_data, read_register_ack,
        input   send_data, tx_data, write_register, read_register
    );
    modport registersData(
        output write_register_ack, reg_data, read_register_ack,
        input write_register, read_register
    );
endinterface  
interface RegistersManagerInterface #(parameter                        
                            DATA_LENGTH = 32,
                            ADDRWIDTH = 8);
    logic                            writeAck;
    logic [DATA_LENGTH-1:0] 	     readData;
    logic [ADDRWIDTH - 1 : 0]        address;
    logic [DATA_LENGTH - 1 : 0]      writeData;
    logic                            writeEnable;
    logic 		   				     readEnable;
    logic                            writeAdmin;
modport internal (
    input  readData, writeAck,
    output address, writeData, writeEnable, readEnable, writeAdmin
);
modport external (
    output  readData, writeAck,
    input   address, writeData, writeEnable, readEnable, writeAdmin
);
endinterface  
interface UsartManagerInterface
    #(parameter  
        MSG_LENGTH = 48,
        DATA_LENGTH = 32,
        ADDRWIDTH = 8,
        COMMAND_WIDTH = 5
    );
    logic                            send_data;
    logic [MSG_LENGTH - 1:0]         tx_data;
    logic                            data_sent;
    logic                            packet_received;
    reg [COMMAND_WIDTH - 1: 0]       command;
    reg [ADDRWIDTH - 1: 0]           reg_addr;
    reg [DATA_LENGTH - 1: 0]         rx_data;
    modport internal(
        input  send_data, tx_data,
        output data_sent, packet_received, command, reg_addr, rx_data
    );
    modport external(
        output send_data, tx_data,
        input  data_sent, packet_received, command, reg_addr, rx_data
    );
    modport registersData(
        input reg_addr, rx_data
    );
endinterface  
`timescale 1ps/1ps
module pulse_generator #(parameter CLK_CNT=10)( 
    input logic trigger,
    input logic clk,
    input logic reset,
    output logic pulse);
typedef enum bit {IDLE, PULSING} states;
states state;
logic [7:0] clk_counter;
logic enable, clear;
counter #(8) cnt(clk, enable, clear, clk_counter);
DFF trig (trigger, 1'b1, clear, enable);
assign pulse = clk_counter != 0;
always_ff @(posedge clk) begin
    if (reset) begin
        clear <= 1;
    end else begin
        if (clk_counter == CLK_CNT) begin
            clear <= 1;
        end else begin
            clear <= 0;
        end
    end
end
endmodule
`timescale 1ps/1ps
module DFF( input logic clk, D, rst,
            output logic Q);
always_ff @(posedge clk or posedge rst)
begin
    if (rst) begin
        Q <= 0;
    end
    else begin
        Q <= D;
    end
end
endmodule
`timescale 1ps/1ps
module counter#(parameter
                BIT_COUNT = 32)
                (input logic clk  ,
                input logic enable,
                input logic reset,
                output logic [BIT_COUNT-1:0] count)  ;
    always_ff @ (posedge clk or posedge reset) begin
        if (reset == 1) begin
            count <= 0;
        end
        else if (enable == 1) begin
            count <= count + 1;
        end
    end
endmodule
### ./run.sh
#!/bin/bash
# OpenROAD 26Q1-2900-gdf79404cd8, Yosys 0.63+post, stock flow scripts
make -C /OpenROAD-flow-scripts/flow DESIGN_CONFIG=/design/flow/config.mk WORK_HOME=/design/flow/orfs finish
==> impl_metrics.toml <==
# yosys + openroad results
[timing]
final_hold_viol_count = 0
report.final.setup_viol = 0
final.setup.tns_ns = 0
final-max-slew-violation-count = 0
fin_skew_ns = 0.00110
grt_setup_unrepaired = "false"

[global_routing]
grt_util_all_layers_pct = 2.29
first_pass_grt_wire_length_um = 1240
number_of_global_route_vias_before_repair = 292
antenna_violations_before_repair = 0
largest_net_degree_at_the_start_of_global_routing = 10
gr-total-overflow = 0

[worst_setup_path]
worst_ep_required_time_ns = 1.52
setup.worst_path.class = "reg2out"
worst_r2r_endpoint = "clear$_SDFF_PP1_"
setup.worst_path.end_class = "primary output"
crit_start = "cnt.count[7]$_DFFE_PP0P_"
cp_slowest_cell = "sky130_fd_sc_hd__or3_1"
worst_r2r_startpoint = "cnt.count[7]$_DFFE_PP0P_"
timing.critical_path.to = "pulse"
worst-r2r-setup-slack_ns = 0.67
worst_r2r_path_depth = 4
arrival_ns = 1.37
slowest_delay_ns = 0.39
crit_path_cell_trace = "or3_1, nor3_2, nand3b_1, clkbuf_2"
timing.critical_path.from_type = "register"
critical_path_peak_fanout = 2

[synth]
yosys_warnings = 3
post_synth_inst_count = 39
dominant_non_sequential_cell_family_after_synthesis = "simple AND/OR/NAND/NOR gates"
synthDistinctLibCells = 16
flop_cell = "sky130_fd_sc_hd__dfrtp_1"
yosys.stat.seqShare_pct = 54.3
yosys-stat-cells = 39
post_synth_mux_area_share_pct = 0
yosys.area_share.simple_pct = 17.5
ys_sh_aoi_pct = 3.05
synth.cell_area_um2 = 452
yosys.stat.chipArea_um2 = 452
avg_synthesized_cell_area_um2 = 11.6
yosys.area_share.xor_xnor_pct = 13.6
count_of_flip_flops_with_a_built_in_enable_after_synthesis = 0
yosys.area_share.adder_pct = 8.31
async_flop_share_pct = 90.0
yosys_register_bits = 10

[detailed_routing]
post_drt_wl_per_cell_um = 7.63
dr.first_iter.drc_count = 3
ant_nets = 0
via_per_inst = 3.13
drcViolationCount = 0
total_length_of_routed_wires_um = 710
n_antenna_cell = 0
vias = 291
drt-pass1-iter-count = 4

[clock_tree]
clkSlewWorstSetupHoldPaths_ns = 0.06
cts-htree-levels = 1
cts_tree = "built"
cts-root-buf = "sky130_fd_sc_hd__clkbuf_4"
cts_buffers = 3
cts.path.max_buffers = 2
ctsHoldBuffers = 0

[floorplan]
placement_rows = 21
die_h_um = 80
fp_density_pct = 13.2
core_box_area_mm2 = 0.00342
die-area_mm2 = 0.00640
ios = 4
die-width_um = 80

[job]
number_of_openroad_warnings = 29
max-cap-violations = 0

[finish]
fillers = 392
final_cell_count_no_fill = 93
finish.utilization_pct = 16.6
layout-area-overhead-vs-synth_pct = 25.2
layout-drive-gt1-share_pct = 19.1

[pwr]
max-vdd-ir-drop_v = 0.000428
p_leak_uw = 0.000260
power_per_cell_area_mw_per_mm2 = 1300

[placed_design]
hpwl_um = 538
placed_cells = 88
buffer_ports.inserted = 2
gp_congestion = 0.768

[worst_hold_path]
holdCritPathClass = "reg2async"

[status]
outcome = "finished, final reports clean"
[power breakdown]
group          internal, uW  switching [uW]
registers               280            79.0
clock network          80.9            65.9
logic                   123             106
[placed cells by master, fill, tap and decap left out]
master                            instances
sky130_fd_sc_hd__nor3_2                   2
sky130_fd_sc_hd__o21ai_0                  1
sky130_fd_sc_hd__a31o_1                   1
sky130_fd_sc_hd__xor2_1                   4
sky130_fd_sc_hd__clkdlybuf4s50_1          1
sky130_fd_sc_hd__or3_1                    1
sky130_fd_sc_hd__nor2_1                   2
sky130_fd_sc_hd__dfxtp_1                  1
sky130_fd_sc_hd__ha_1                     3
sky130_fd_sc_hd__clkbuf_2                 1
sky130_fd_sc_hd__clkbuf_1                 1
sky130_fd_sc_hd__inv_1                    3
sky130_fd_sc_hd__nand2_1                  5
sky130_fd_sc_hd__dfrtp_1                  9
sky130_fd_sc_hd__nand4_2                  1
sky130_fd_sc_hd__xnor2_1                  3
sky130_fd_sc_hd__clkbuf_4                 3
sky130_fd_sc_hd__nand4_1                  1
sky130_fd_sc_hd__nand3b_1                 1
sky130_fd_sc_hd__buf_4                    2
sky130_fd_sc_hd__conb_1                   1
[what timing repair did]
item	in CTS	in global routing
buffers inserted	1	0
resized	2	1
setup endpoints to repair	1	1
pin swaps	3	3
[cell type report]
class                      count  area (um2)  area share (%)
clock buffer                   4        26.3            4.65
inverter                       3        11.3            1.99
multi-input combinational     26         195            34.5
sequential                    10         245            43.4
tap                           46        57.6            10.2
timing repair buffer           4        30.0            5.31
[worst min path at each step]
stage	endpoint	slack (ns)	start	cells past startpoint
after global routing	cnt.count[6]$_DFFE_PP0P_	0.20	clear$_SDFF_PP1_	1
after CTS	cnt.count[5]$_DFFE_PP0P_	0.16	clear$_SDFF_PP1_	1
final	cnt.count[5]$_DFFE_PP0P_	0.15	clear$_SDFF_PP1_	1
[critical path, delay by kind of cell, from the launching register on]
kind          cells  cell delay [ns]
flops             1             0.38
simple gates      3             0.64
buf+inv           1             0.10
[routing by layer]
metal	vias up	GRT usage (%)	part of all wire, %	routed length, um
met5	-	0	0	0
met4	0	1.23	0	0
met3	0	0.682	3.7	26
met2	2	3.21	45	323
met1	147	3.05	51	360
li1	142	-	-	-
[flip-flops by register name, indices dropped and copies added, names as in the netlist]
name,cells
cnt.count,8
clear,1
trig.Q,1
[synthesized netlist by cell type, drive strengths merged, types with 2 or more instances]
| master | n | area share [%] |
|---|---|---|
| nand4 | 2 | 4.2 |
| nand2 | 5 | 4.2 |
| xnor2 | 3 | 5.8 |
| dfrtp | 9 | 50 |
| nor3 | 2 | 4.4 |
| ha | 3 | 8.3 |
| nor2 | 2 | 1.7 |
| xor2 | 4 | 7.8 |
| inv | 3 | 2.5 |
[cell families after synthesis]
| group | count (synthesis) |
|---|---|
| other | 1 |
| AND-OR/OR-AND | 2 |
| AND/OR/NAND/NOR | 13 |
| adder cells (fa/ha/maj) | 3 |
| XOR/XNOR | 7 |
| flip-flops | 10 |
| buffers and inverters | 3 |
[stage by stage]
step                hold slack (ns)  setup slack, ns  power, uW  area, um2
floorplan                     0.110            0.578        501        452
detailed placement            0.157           0.0839        577        537
CTS                           0.163          0.00227        750        571
global route                  0.202           0.0387        796        566
finish                        0.146            0.151        734        566
global placement              0.156           0.0981        566        537
Power is estimated from default activity; no workload was simulated.
