===== /design/flow/config.mk =====
export PLATFORM = sky130hd
export DESIGN_NAME = UartRx
export DESIGN_NICKNAME = UartRx
export VERILOG_FILES = /design/flow/design.v
export SDC_FILE = /design/flow/constraint.sdc
export NUM_CORES = 4
export LEC_CHECK = 1
export CORE_AREA = 10 10 108 108
export DIE_AREA = 0 0 118 118

===== /design/flow/constraint.sdc =====
current_design UartRx

set clk_period 3.5
set clk_io_pct 0.2

create_clock -name clk0 -period $clk_period [get_ports {clk}]

set non_clock_inputs [all_inputs -no_clocks]
set_input_delay [expr $clk_period * $clk_io_pct] -clock clk0 $non_clock_inputs
set_output_delay [expr $clk_period * $clk_io_pct] -clock clk0 [all_outputs]

===== /design/flow/design.v =====
`timescale 1ns/1ps
package EventsRatePackage;
endpackage
interface EventsRateInterface
    #(parameter 
        COUNTER_LENGTH = 24,
        CHANNEL_NUMBER = 2);
    reg   [COUNTER_LENGTH-1:0]  event_count[CHANNEL_NUMBER];
    reg   [CHANNEL_NUMBER-1:0]  enable;
    logic                       read;
    logic                       clear;
    logic                       events_rate_ready;
    modport internal(
        input   enable, read, clear,
        output  events_rate_ready, event_count
    );
    modport external(
        input   events_rate_ready, event_count,
        output  enable, read, clear
    );
endinterface  
`timescale 1ns/1ps
package FIFOPackage;
endpackage
interface FIFOInterface
    #(parameter 
        LENGTH = 68,
        DEPTH_LENGTH  = 4);
    reg   [LENGTH-1:0]    i_data;
    reg   [LENGTH-1:0]    o_data;
    logic                   write;
    logic                   read;
    logic                   clear;
    logic                   full;
    logic                   empty;
    logic                   full_error;
    logic                   empty_error;
    modport internal(
        input   i_data,
        input   write,
        input   read,
        input   clear,
        output  o_data,
        output  full,
        output  empty,
        output  full_error,
        output  empty_error
    );
    modport reader(
        input   o_data,
        input   empty,
        input   empty_error,
        output  read,
        output  clear
    );
    modport writer(
        input   full,
        input   full_error,
        output  i_data,
        output  write,
        output  clear
    );
endinterface  
interface SyncClkInterface #(parameter 
                            COUNTER_SIZE = 19);
logic                           resetCyclic;
logic                           clearError;
logic [COUNTER_SIZE - 1 : 0]    syncCounter;
logic                           errorFlag;
modport internal (
    input  resetCyclic, clearError,
    output syncCounter, errorFlag
);
modport external (
    output resetCyclic, clearError,
    input  syncCounter, errorFlag
);
modport registersSignal (
    input  errorFlag
);
endinterface  
package TDCTypes;
typedef enum bit[3:0]  {
    CHAN_0,
    CHAN_1,
    CHAN_2,
    CHAN_3,
    CHAN_4,
    CHAN_5,
    CHAN_6,
    CHAN_7,
    CHAN_8,
    CHAN_9, 
    CHAN_10,
    CHAN_11,
    CHAN_12,
    CHAN_13,
    CHAN_14,
    CHAN_15 
  } TDC_CHANNEL;
endpackage  
interface TDCInterface;
    logic [31:0]    timestamp, timeOverThreshold;
    TDCTypes::TDC_CHANNEL     chan;
    logic           hasEvent, clear;
    modport internal (
        output timestamp, timeOverThreshold, chan, hasEvent,
        input clear
    );
    modport external (
        input timestamp, timeOverThreshold, chan, hasEvent,
        output clear
    );
endinterface  
package Threshold;
endpackage
interface ThresholdSetterInterface;
    logic [31:0]    threshold;
    logic           write, reset;
    modport writer (
        output threshold, write, reset
    );
    modport reader (
        input threshold, write, reset
    );
endinterface  
package TDCEnablePackage;
endpackage
interface TDC_enable_Interface #(parameter
                            CHANNEL_COUNT = 2);
    logic [31:0]                        activate_channels;
    logic [CHANNEL_COUNT - 1:0]    enable_channels;
    logic                               channel_changed, read_ack, read_active_channel;
    modport internal (
        output enable_channels, read_active_channel,
        input  activate_channels, channel_changed, read_ack
    );
    modport external (
        input  enable_channels, read_active_channel,
        output activate_channels, channel_changed, read_ack
    );
    modport registersSignal (
    input read_active_channel,
    output activate_channels, read_ack
    );
endinterface  
interface UartInterface
    #(parameter 
        DATA_LENGTH = 48);
    logic   [DATA_LENGTH-1:0] data;
    logic                     sig;
    logic                     valid;
    logic                     ready;
    logic                     parity_error;
    modport tx(input  data,
               input  valid,
               output sig,
               output ready);
    modport rx(output data,
               output valid,
               output parity_error,
               input  sig,
               input  ready);
    modport tx_writer(output data,
                      output valid,
                      input  ready);
    modport rx_reader(input  data,
                      input  valid,
                      input  parity_error,
                      output sig,
                      output ready);
endinterface  
package USARTPackage;
endpackage
interface UsartInterface
    #(parameter 
        DATA_LENGTH = 48);
    logic   [DATA_LENGTH-1:0] data;
    logic                     sig;
    logic                     valid;
    logic                     ready;
    logic                     parity_error;
    modport tx(input  data,
               input  valid,
               output sig,
               output ready);
    modport rx(output data,
               output valid,
               output parity_error,
               input  sig,
               input  ready);
    modport tx_writer(output data,
                      output valid,
                      input  ready);
    modport rx_reader(input  data,
                      input  valid,
                      input  parity_error,
                      output sig,
                      output ready);
endinterface  
package CommandManagerPackage;
endpackage
interface CommandManagerInterface
    #(parameter 
        MSG_LENGTH = 48,
        DATA_LENGTH = 32,
        COMMAND_WIDTH = 5
        );
    logic                           data_sent;
    logic                           packet_received;
    logic [COMMAND_WIDTH - 1 : 0]   command;
    logic                           write_register_ack;
    reg [DATA_LENGTH - 1 : 0]       reg_data;
    reg [DATA_LENGTH - 1 : 0]       rx_data;
    logic                           send_data;
    logic [MSG_LENGTH - 1:0]        tx_data;
    logic                           write_register;
    logic                           read_register;
    logic                           read_register_ack;
    modport internal(
        input  data_sent, packet_received, command, write_register_ack, reg_data, rx_data, read_register_ack,
        output send_data, tx_data, write_register, read_register
    );
    modport external(
        output  data_sent, packet_received, command, write_register_ack, reg_data, rx_data, read_register_ack,
        input   send_data, tx_data, write_register, read_register
    );
    modport registersData(
        output write_register_ack, reg_data, read_register_ack,
        input write_register, read_register
    );
endinterface  
interface RegistersManagerInterface #(parameter                        
                            DATA_LENGTH = 32,
                            ADDRWIDTH = 8);
    logic                            writeAck;
    logic [DATA_LENGTH-1:0] 	     readData;
    logic [ADDRWIDTH - 1 : 0]        address;
    logic [DATA_LENGTH - 1 : 0]      writeData;
    logic                            writeEnable;
    logic 		   				     readEnable;
    logic                            writeAdmin;
modport internal (
    input  readData, writeAck,
    output address, writeData, writeEnable, readEnable, writeAdmin
);
modport external (
    output  readData, writeAck,
    input   address, writeData, writeEnable, readEnable, writeAdmin
);
endinterface  
interface UsartManagerInterface
    #(parameter  
        MSG_LENGTH = 48,
        DATA_LENGTH = 32,
        ADDRWIDTH = 8,
        COMMAND_WIDTH = 5
    );
    logic                            send_data;
    logic [MSG_LENGTH - 1:0]         tx_data;
    logic                            data_sent;
    logic                            packet_received;
    reg [COMMAND_WIDTH - 1: 0]       command;
    reg [ADDRWIDTH - 1: 0]           reg_addr;
    reg [DATA_LENGTH - 1: 0]         rx_data;
    modport internal(
        input  send_data, tx_data,
        output data_sent, packet_received, command, reg_addr, rx_data
    );
    modport external(
        output send_data, tx_data,
        input  data_sent, packet_received, command, reg_addr, rx_data
    );
    modport registersData(
        input reg_addr, rx_data
    );
endinterface  
package UARTRx;
endpackage
`timescale 1ns/1ps
localparam  UART_DATA_LENGTH = 8,
            UART_BAUD_RATE   = 1_000_000,
            UART_CLK_FREQ    = 100_000_000,
            UART_PARITY_CHECK = 0,
            UART_PARITY_MODE = 1;          
module UartRx
    #(parameter 
        LB_DATA_WIDTH   = $clog2(UART_DATA_LENGTH),
        PULSE_WIDTH     = UART_CLK_FREQ / UART_BAUD_RATE , 
        LB_PULSE_WIDTH  = $clog2(PULSE_WIDTH),
        HALF_PULSE_WIDTH= PULSE_WIDTH/2)
     (input  logic        clk,
      input  logic        reset,
      input  logic        i_serial_in,
      input  logic        i_ready,
      output  logic [7:0]        o_data,
      output  logic        o_valid,
      output  logic        o_old_valid
      );
    typedef enum logic [1:0] {STATE_WAIT, STATE_LOAD, STATE_PARITY, STATE_END} states;
    states                   state;
    logic [UART_DATA_LENGTH-1:0]  data_tmp_r;
    logic [LB_DATA_WIDTH:0]  data_cnt;
    logic [LB_PULSE_WIDTH:0] clk_cnt;
    logic                    rx_done;
    logic                    parity;
    logic [UART_DATA_LENGTH-1:0]  data_r;
    logic                    valid_r;
    logic r_rx_done;
   task FSM();            
        case(state)
            STATE_WAIT: begin
                if(i_serial_in == 0) begin
                    clk_cnt  <= (PULSE_WIDTH[LB_PULSE_WIDTH:0] + HALF_PULSE_WIDTH[LB_PULSE_WIDTH:0]);
                    data_cnt <= 0;
                    state    <= STATE_LOAD;
                end
            end
            STATE_LOAD : begin
                if(0 < clk_cnt) begin
                    clk_cnt <= clk_cnt - 1;
                end
                else begin
                    data_tmp_r <= {i_serial_in, data_tmp_r[UART_DATA_LENGTH-1:1]};
                    clk_cnt <= PULSE_WIDTH[LB_PULSE_WIDTH:0];
                    if (UART_PARITY_CHECK == 1) begin
                        parity <= parity ^ i_serial_in;
                    end
                    if(data_cnt >= UART_DATA_LENGTH - 1) begin
                        if (UART_PARITY_CHECK == 0) begin
                            state <= STATE_END;
                        end
                        else begin
                            state <= STATE_PARITY;
                        end
                    end
                    else begin
                        data_cnt <= data_cnt + 1;
                    end
                end
            end
            STATE_PARITY: begin
                if(0 < clk_cnt) begin
                    clk_cnt <= clk_cnt - 1;
                end
                else begin
                    state <= STATE_END;
                    clk_cnt <= PULSE_WIDTH[LB_PULSE_WIDTH:0];
                    parity <= UART_PARITY_MODE;
                end
            end
            STATE_END: begin
                if(0 < clk_cnt) begin
                    clk_cnt <= clk_cnt - 1;
                end
                else if(i_serial_in) begin
                    state <= STATE_WAIT;
                end
            end
            default: begin
                state <= STATE_WAIT;
            end
        endcase
   endtask
always_ff @(posedge clk) begin
    if(reset) begin
        data_r  <= 0;
        valid_r <= 0;
        state <= STATE_WAIT;
        data_tmp_r <= 0;
        data_cnt <= 0;
        clk_cnt <= 0;
        parity <= UART_PARITY_MODE;
        r_rx_done <= 0;
    end else begin
        if(rx_done && !valid_r) begin
            valid_r <= 1;
            data_r  <= data_tmp_r;
        end
        else if(valid_r && i_ready) begin
            valid_r <= 0;
        end
        FSM();
        r_rx_done <= rx_done;
    end
end
   assign o_data = data_r;
   assign o_old_valid = valid_r;
   assign o_valid = r_rx_done;
   assign rx_done = (state == STATE_END) && (clk_cnt == 0);
endmodule

===== /design/flow/run.sh =====
#!/bin/bash
# OpenROAD 26Q1-2900-gdf79404cd8, Yosys 0.63+post, stock flow scripts
make -C /OpenROAD-flow-scripts/flow DESIGN_CONFIG=/design/flow/config.mk WORK_HOME=/design/flow/orfs finish

==> flow_metrics.env <==
# source this file to load flow results
export IMPL_hold_viol=0
export IMPL_post_drt_wl_per_cell_um=11.0
export IMPL_syn_area_per_cell_um2=8.77
export IMPL_dpl_cell_count=312
export IMPL_holdCritPathClass="flip-flop to flip-flop"
export IMPL_synth_area_mm2=0.00157
export IMPL_overflow=0
export IMPL_worstSetupPathType="flip-flop to flip-flop"
export IMPL_cts_setup_buffers=0
export IMPL_cts_buffer_depth=2
export IMPL_holdBufCountCts=0
export IMPL_synth_cell_types=46
export IMPL_yosys_stat_area_mm2=0.00157
export IMPL_cts_buffers=5
export IMPL_cp_end_kind="flip-flop"
export IMPL_ys_warnings_count=1
export IMPL_clk_pin_slew_worst_paths_ps=70
export IMPL_path_buffers=1
export IMPL_die_h_um=118
export IMPL_top_cells_by_count="dfxtp_1 (33), nand2_1 (20), nor2_1 (20), a21oi_1 (16), mux2i_1 (10)"
export IMPL_fmax_mhz=428
export IMPL_first_pass_iters=4
export IMPL_clk_latency_ps=280
export IMPL_ff2ff_setup_slack_ps=1170
export IMPL_crit_path_max_incr_delay_ps=610
export IMPL_core_mm2=0.00928
export IMPL_ir_drop_mv=0.140
export IMPL_ctsResizeCount=0
export IMPL_postSynth_asyncResetShare_pct=0
export IMPL_cts_tree="yes"
export IMPL_grt_pass1_wl_mm=6.02
export IMPL_track_usage_pct=4.93
export IMPL_r2r_cells=6
export IMPL_period_minus_slack_ps=2330
export IMPL_route_detailed_drc=0
export IMPL_final_cells=320
export IMPL_top_area_cell="dfxtp_1"
export IMPL_rsz0062_at_grt="false"
export IMPL_startpoint_type="flip-flop"
export IMPL_ys_seq_elements=33
export IMPL_ys_seq_share_pct=42.1
export IMPL_die_w_um=118
export IMPL_path_depth=6
export IMPL_io_buffer_count=13
export IMPL_first_iter_violations=114
export IMPL_drt_total_wl_mm=3.52
export IMPL_first_global_vias=1251
export IMPL_crit_fanout=10
export IMPL_status="complete, no violations"
export IMPL_fp_util_pct=16.9
export IMPL_synthToLayoutAreaGrowth_pct=21.6
export IMPL_required_ps=3670
export IMPL_power_density_mw_per_mm2=450
export IMPL_num_vias=1311
export IMPL_edf_count=0
export IMPL_cp_top_family="simple AND/OR/NAND/NOR gates"
export IMPL_fin_crit_sh_pct=66.7
export IMPL_rows=35
export IMPL_finalSetupTns_ps=0
export IMPL_gp_congestion=0.849
export IMPL_diodes=0
export IMPL_cts_sinks=33
export IMPL_hpwl_mm=2.41
export IMPL_ios=14
export IMPL_p_leak_nw=0.644
export IMPL_grt_max_degree=22
export IMPL_yosysCellCount=179
export IMPL_setup_viol=0
export IMPL_syn_instance_count=179
export IMPL_cp_arrival_ps=2510
export IMPL_chipArea_mm2=0.0139
export IMPL_top_cell="dfxtp_1"
export IMPL_ys_dominant_reg_cell="dfxtp_1"
export IMPL_yosys_area_top_type_share_pct=42.1
export IMPL_nFillCells=1029
export IMPL_cts_root_buf="clkbuf_8"
export IMPL_hold_depth=2
export IMPL_crit_path_top_delay_cell="and4b_1"
export IMPL_cp_cell_sequence="inv_1 > ha_1 > nor3b_4 > and4b_1 > mux2i_1 > nor2_1"
export IMPL_seq_area_um2=661
export IMPL_vias_per_cell=4.10
export IMPL_worst_pin_slew_ps=532
export IMPL_layout_drive_gt1_share_pct=9.95
export IMPL_warning_count=25
export IMPL_grt_antenna_before_repair=0
export IMPL_route_antenna_remaining_nets=0
export IMPL_combGateArea_um2=826
export IMPL_slew_headroom_pct=64.5
export IMPL_drv_cap=0
export IMPL_netlist_top_cells_area="dfxtp_1 (42%), mux2i_1 (6.4%), a21oi_1 (5.1%)"
export IMPL_clock_tree_htree_level_count=2
export IMPL_finalMaxSlewViolations=0
export IMPL_fin_skew_ps=4.00
## report_power, final
part | leakage (nW) | switching, W | total, W | internal, W
logic | 0.322 | 0.0000772 | 0.000134 | 0.0000573
clock network | 0.0542 | 0.000137 | 0.000315 | 0.000178
registers | 0.268 | 0.0000221 | 0.000410 | 0.000388
## final timing paths
check	from	end
setup / recovery	clk_cnt[0]	data_r[3]
hold / removal	data_tmp_r[0]	data_tmp_r[0]
setup reg to reg	clk_cnt[0]	data_r[3]
hold reg to reg	data_tmp_r[0]	data_tmp_r[0]
## worst reg2reg max path: stages, from the launching register on
cell     delay, ps
dfxtp_1        320
inv_1           90
ha_1           370
nor3b_4        520
and4b_1        620
mux2i_1        250
nor2_1          50
## metal layers
metal  global-route usage, %  vias up  part of all wire (%)
met3                    1.51        6                   5.9
met5                       0        -                     0
li1                        -      668                     -
met4                   0.850        0                   1.5
met1                    6.75      601                    49
met2                    7.59       36                    44
## metrics by stage
stage	setup slack (ps)	instance area [um^2]	total power, W	util [%]	hold WS [ps]
floorplan	1710	1570	0.000526	-	432
global placement	1200	1810	0.000550	19.5	443
detailed placement	1210	1810	0.000550	19.5	455
CTS	1200	1910	0.000867	20.6	477
global route	989	1910	0.000906	20.6	505
finish	1170	1910	0.000859	20.6	472
## state kept, by name (all words and copies together) (netlist names)
| name | cells |
|---|---|
| r_rx_done | 1 |
| data_cnt | 4 |
| clk_cnt | 8 |
| data_tmp_r | 8 |
| valid_r | 1 |
| data_r | 8 |
| state | 3 |
## cell type report
| type | instances | share of cell area [%] |
|---|---|---|
| multi-input combinational | 131 | 43.3 |
| clock buffer | 7 | 5.05 |
| clock inverter | 1 | 0.262 |
| tap | 129 | 8.45 |
| timing repair buffer | 15 | 7.60 |
| inverter | 4 | 0.786 |
| sequential | 33 | 34.6 |
## layout by cell type, fill, tap and decap left out, drive strengths merged, types with 2 or more instances in the layout
| cell type | count |
|---|---|
| nand3 | 10 |
| nand4b | 2 |
| o2bb2ai | 2 |
| or2 | 4 |
| o21ai | 3 |
| o31ai | 3 |
| dfxtp | 33 |
| nor2 | 20 |
| buf | 2 |
| a21oi | 16 |
| a22oi | 2 |
| a21o | 2 |
| and2 | 2 |
| o21a | 2 |
| a211oi | 2 |
| inv | 4 |
| clkbuf | 7 |
| nor3b | 2 |
| nor3 | 4 |
| clkdlybuf4s50 | 13 |
| nand2 | 20 |
| ha | 2 |
| a31oi | 4 |
| mux2i | 10 |
## logic make-up (layout without fill, tap and decap cells)
group,Yosys count,in the layout,share of synthesized area [%]
AND-OR/OR-AND,44,44,18.3
adder cells (fa/ha/maj),2,2,1.59
buffers and inverters,15,27,5.34
flip-flops,33,33,42.1
multiplexers,10,10,6.37
AND/OR/NAND/NOR,75,75,26.3
Power and IR drop assume default switching activity.
